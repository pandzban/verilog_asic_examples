==> flow/design.v <==
module MealyFSM #(parameter NUM_OF_BITS=4) (	 
		   	input wire Clk,
		   	input wire Reset_n,
			input wire FSMIn,
			output wire [NUM_OF_BITS-1:0] FSMOut
			);
parameter REG_WIDTH = $clog2(NUM_OF_BITS);	 
reg [REG_WIDTH-1:0] StateReg = 0;			 
reg [REG_WIDTH-1:0] NextState;
reg [NUM_OF_BITS:0] OneHotReg;
reg [REG_WIDTH-1:0] additive;
assign FSMOut = FSMIn ? OneHotReg : ~OneHotReg;
always@(posedge(Clk)) begin		 
	if (~Reset_n)
		StateReg <= 0;
	else
		StateReg <= NextState;
end
always@(FSMIn, StateReg) begin	 
	if (FSMIn)
		additive = 1;
	else
		additive = -1;
	NextState = StateReg + additive;
	if (NextState == {REG_WIDTH{1'b1}})  
		NextState = NUM_OF_BITS-1;
	if (NextState == NUM_OF_BITS) 		 
		NextState = 0;
end
always@(StateReg)begin	 
	OneHotReg = {1'b1, {(NUM_OF_BITS-1){1'b0}}} >> StateReg;
end
endmodule
==> flow/run.sh <==
#!/bin/bash
# OpenROAD 26Q1-2900-gdf79404cd8, Yosys 0.63+post, stock flow scripts
make -C /OpenROAD-flow-scripts/flow DESIGN_CONFIG=/design/flow/config.mk WORK_HOME=/design/flow/orfs finish
==> flow/config.mk <==
export PLATFORM = sky130hd
export DESIGN_NAME = MealyFSM
export DESIGN_NICKNAME = MealyFSM
export VERILOG_FILES = /design/flow/design.v
export SDC_FILE = /design/flow/constraint.sdc
export NUM_CORES = 4
export LEC_CHECK = 1
export CORE_AREA = 10 10 70 70
export DIE_AREA = 0 0 80 80
==> flow/constraint.sdc <==
current_design MealyFSM

set clk_period 1.2
set clk_io_pct 0.2

create_clock -name clk0 -period $clk_period [get_ports {Clk}]

set non_clock_inputs [all_inputs -no_clocks]
set_input_delay [expr $clk_period * $clk_io_pct] -clock clk0 $non_clock_inputs
set_output_delay [expr $clk_period * $clk_io_pct] -clock clk0 [all_outputs]
==> flow_summary_export.csv <==
group,metric,value,unit
power_and_ir_drop,switchingPower,112,uW
timing,drv_slew,0,
layout,largest_reg_flops,2,
layout,regMostFlops,"StateReg",
placed_design,dpl_cell_area,259,sq um
critical_path,start_kind,"flop",
cts,insertion_delay,0.22,ns
layout,ff_latch_area,47.5,sq um
min_path,hold_path.class,"input port to flop",
layout,reg_top3,"StateReg x2",
critical_path,crit_arrival,1.03,ns
placed_design,hpwl,267,microns
timing,setup_slack,-0.0669,ns
global_routing,antenna_found_initial,1,
timing,finClkSkew,0.000644,ns
global_routing,grt_usage,1.46,%
routing,first_pass_iters,2,
layout,final-comb-area,115,sq um
global_routing,grt_overflow,0,
routing,vias_per_cell,1.96,
power_and_ir_drop,peakVddDrop,209,uV
placed_design,pre_cts_ws,-0.532,ns
critical_path,path_delay_family,"flip-flops",
synth,synth_stat.cells,16,
timing,rsz0062_at_grt,"true",
synth,ys_seq_share,28.8,%
critical_path,path_depth,4,
cts,cts_made_buffers,3,
min_path,holdPathStages,2,
timing,max_freq,789,MHz
power_and_ir_drop,p_int,310,uW
floorplan,fp.dieH,80,microns
placed_design,gp_congestion,0.654,
synth,synthTopCellsByArea,"dfxtp_1 29%, xnor2_1 25%, nor2b_1 14%",
critical_path,cp_slowest_cell,"dfxtp_4",
power_and_ir_drop,power_frac_comb,40.9,%
critical_path,path_cells,"buf_6 > nor2b_4 > xnor2_1 > buf_2",
synth,ys_seq_elements,2,
power_and_ir_drop,p_leak,0.000126,uW
layout,stdcell_count,76,
timing,worst_pin_slew,0.244,ns
critical_path,crit_fanout,3,
floorplan,die_x,80,microns
min_path,min_to,"StateReg[0]",
critical_path,reg2reg_from,"StateReg[0]",
synth,synthCells,16,
job,maxCapViolCount,0,
power_and_ir_drop,power_frac_seq,24.2,%
floorplan,core_area,0.00342,sq mm
cts,cts_tree,"done",
floorplan,ioPinCount,7,
power_and_ir_drop,clockPowerShare,34.9,%
placed_design,numPortBuffers,6,
synth,top_area_cell,"dfxtp_1",
cts,htree_levels,1,
routing,antenna_left,0,
layout,stdcell_area,333,sq um
cts,clock-sinks,2,
routing,drcViolationCount,0,
global_routing,grt_pass1_vias,156,
critical_path,timing.rr.end,"StateReg[0]",
global_routing,grt_max_degree,6,
synth,yosys_warnings,1,
global_routing,grt_pass1_wl,669,microns
cts,path_clk_slew,0.03,ns
floorplan,initial_core_util,4.07,%
critical_path,reg2regPathDepth,5,
min_path,worstHoldStart,"Reset_n",
run_status,outcome,"complete, but fails checks",
routing,routedWlPerCell,5.51,microns
placed_design,numPlacedInstances,68,
timing,setup_viol_count_final,3,
routing,vias,149,
job,openroad.warnings,27,
routing,drt-initial-drc-count,21,
synth,yosys.area.top_type_share,28.8,%
layout,drive_above_1_share,62.1,%
routing,wirelength,419,microns
synth,ys_types,10,
timing,relSlewSlack,83.8,%
cts,clock_path_buffers,2,
synth,syn_area,139,sq um
timing,whs,0.573,ns
critical_path,path_class,"flop to primary output",
timing,finalHoldViolCount,0,
power_and_ir_drop,design_power_total,421,uW
power_and_ir_drop,p_per_area,1270,mW/mm^2
critical_path,rrSetupSlack,0.15,ns
synth,yosys-stat-area,139,sq um
power_and_ir_drop,power_switching_share,26.5,%
layout,area_growth,140,%
critical_path,required,0.96,ns
critical_path,end_kind,"primary output",
timing,fin_crit,1.27,ns
run_status,violations,"negative setup slack",
critical_path,cp_num_buf_inv,2,
timing,finalCritPeriodShare,106,%
cts,cts_root_buffer,"clkbuf_4",
floorplan,num_rows,21,
synth,syn_area_per_cell,8.68,sq um
floorplan,die_area,0.00640,sq mm
layout,fillers,400,
critical_path,critPathMaxStageDelay,0.34,ns
[placed cells by master (no fill, tap or decap)]
master and count:
nand2_2 1, buf_2 4, dlygate4sd2_1 1, diode_2 1, ha_1 1, clkdlybuf4s50_1 1
nor2_4 1, nor2b_1 1, o21a_1 1, dfxtp_4 2, buf_4 3, clkbuf_4 3
xnor2_1 4, nor2b_4 2, inv_1 1, xor2_1 1, buf_6 2
[how the worst max path moves through the flow]
stage | startpoint | to | slack, ns
4_1_cts | StateReg[0] | FSMOut[2] | -0.11
5_1_grt | StateReg[0] | FSMOut[2] | -0.11
6_report | StateReg[0] | FSMOut[2] | -0.07
[synth_stat cells, drive strengths merged]
cell type,instances
nor2,1
inv,1
o21a,1
nand2,1
ha,1
xnor2,4
dfxtp,2
nor2b,3
xor2,1
buf,1
[power by group through the flow]
stage / Combinational, uW / Sequential (uW) / Clock [uW]
final: 172 / 102 / 147
after global routing: 193 / 105 / 160
after CTS: 154 / 103 / 159
[layer usage]
| metal | track usage [%] | part of all wire (%) |
|---|---|---|
| met5 | 0 | 0 |
| met4 | 0.528 | 0 |
| met3 | 2.39 | 33 |
| met2 | 1.61 | 35 |
| met1 | 1.25 | 31 |
[per-stage QoR]
step           setup TNS [ns]  util (%)
4_1_cts                -0.166      9.12
3_3_place_gp            -2.58      7.58
5_1_grt                -0.280      9.74
6_report               -0.121      9.74
3_5_place_dp            -2.70      7.58
2_1_floorplan               0         -
[cell families after synthesis]
group,count (synthesis),share of synthesized area (%)
buffers and inverters,2,6.30
adder cells (fa/ha/maj),1,9.01
XOR/XNOR,5,31.5
AND-OR/OR-AND,1,5.41
flip-flops,2,28.8
AND/OR/NAND/NOR,5,18.9
[repair_timing]
action | CTS | global route
setup buffers | 2 | 2
gates resized | 25 | 1
setup endpoints to repair | 6 | 2
hold buffers | 0 | 0
pin swaps | 1 | 1
gates cloned | 0 | 0
[final cells by class]
cell class / instances / area share [%]
multi-input cells: 12 / 34.6
well taps: 46 / 17.3
clock buffers: 3 / 6.77
diodes: 1 / 0.752
inverters: 1 / 1.13
flip-flops and latches: 2 / 14.3
repair buffers: 11 / 25.2
