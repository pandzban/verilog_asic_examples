**design.v**
```verilog
module Counter #(parameter CNT_WIDTH=4) (	 
		   	input wire Clk,
		   	input wire Reset_n,
			input wire CounterOp,
			output wire [CNT_WIDTH-1:0] CounterOut
			);
reg [CNT_WIDTH-1:0] cnt_value = 0;		 
reg last_mode = 0;
always@(posedge(Clk)) begin
	if (CounterOp == 1'b1) begin
		if (!(last_mode && Reset_n))		 
			cnt_value <= 1;
		else 
			cnt_value <= cnt_value + 2;
	end
	else begin
		if (last_mode || !Reset_n)
			cnt_value <= 0;
		else 
			cnt_value <= cnt_value + 2;
	end
	last_mode <= CounterOp;
end
assign CounterOut = cnt_value;
endmodule
```
**run.sh**
```bash
#!/bin/bash
# OpenROAD 26Q1-2900-gdf79404cd8, Yosys 0.63+post, stock flow scripts
make -C /OpenROAD-flow-scripts/flow DESIGN_CONFIG=/design/flow/config.mk WORK_HOME=/design/flow/orfs finish
```
**config.mk**
```make
export PLATFORM = sky130hd
export DESIGN_NAME = Counter
export DESIGN_NICKNAME = Counter
export VERILOG_FILES = /design/flow/design.v
export SDC_FILE = /design/flow/constraint.sdc
export NUM_CORES = 4
export LEC_CHECK = 1
export CORE_AREA = 10 10 70 70
export DIE_AREA = 0 0 80 80
```
**constraint.sdc**
```tcl
current_design Counter

set clk_period 2.1
set clk_io_pct 0.2

create_clock -name clk0 -period $clk_period [get_ports {Clk}]

set non_clock_inputs [all_inputs -no_clocks]
set_input_delay [expr $clk_period * $clk_io_pct] -clock clk0 $non_clock_inputs
set_output_delay [expr $clk_period * $clk_io_pct] -clock clk0 [all_outputs]
```
==> impl_metrics.ini <==
; flow metrics
[outcome]
status = completed

[synthesis]
flop_cell = dfxtp_1
yosysWarnings = 1
synth_cell_types = 9
synth-edff-count = 1
top_cells_by_area = dfxtp_1 (45%), edfxtp_1 (17%), nor3b_1 (8.5%)
common_cells = dfxtp_1 (4), nor3b_1 (2)
yosys.cell_count.top_type = dfxtp_1
post-synth-top-area-cell = dfxtp_1
ys_ff = 5
synth_cells = 13
syn_area_per_cell_um2 = 13.7
netlist_area_um2 = 178
ys_cells = 13
top_cell_area_share_pct = 45.1
async_reset_ff_share_pct = 0
ys_area_um2 = 178
ys_seq_share_pct = 62.0

[final_timing]
tightestPinTransition_ns = 0.262
maxSlewViolCount = 0
finalClockSkew_ns = 0.00400
clock.fmax_mhz = 657
period_needed_ns = 1.52
max_slew_margin_pct = 82.5
setup_violations = 0
finalCritPeriodShare_pct = 72.4
hold_viol = 0
rsz0062_at_grt = false
fin_tns_setup_ns = 0

[setup_path]
required_ns = 1.68
cp-end-kind = primary output
slowest_delay_ns = 0.50
critical-path-slowest-cell = clkdlybuf4s50_1
r2r-start = last_mode
crit_start = cnt_value[1]
arrival_ns = 1.10
cp_num_buf_inv = 1
crit_type = reg2out
startpoint_type = flop
critical_path.top_delay_family = buffers and inverters
path_max_fanout = 3
crit_chain = clkdlybuf4s50_1

[routing]
drc = 0
via_count = 138
drtPass1Iterations = 2
ant_nets = 0
insertedDiodeCount = 0
vias_per_cell = 2.00
avgRoutedWirePerCell_um = 6.13
dr.first_iter.drc_count = 4
routed_wl_um = 423

[grt]
grt_pass1_wl_um = 724
grt_pass1_vias = 165
grt_overflow = 0
antenna_found_initial = 0
grt_use_total_pct = 1.44
grt_max_degree = 6

[finish]
stdcell_area_um2 = 322
logic_area_um2 = 67.6
fin_cells = 69
regArea_um2 = 110
nFillCells = 398
final_core_util_pct = 9.41
areaGrowthSynthToFinish_pct = 81.0
drive_gt1_share_pct = 13.0

[power_and_ir_drop]
power_density_nw_per_um2 = 748
clkPwrFrac_pct = 46.3
p_switching_mw = 0.0491
swShare_pct = 20.4
p_leak_nw = 0.110
internal-power_mw = 0.191
p_comb_share_pct = 9.1
max-vdd-ir-drop_v = 0.0000893
p_seq_share_pct = 44.6

[floorplan]
die_y_um = 80
io_pins = 7
num_rows = 21
coreArea_um2 = 3420
chipArea_um2 = 6400
die_x_um = 80
initial_core_util_pct = 5.20

[clock_network]
cts_made_buffers = 3
clk_latency_ns = 0.24
cts_sinks = 5
ctsHoldBuffers = 0
cts_max_path_buffers = 2
clkSlewWorstSetupHoldPaths_ns = 0.04
h-tree-depth = 1
cts_setup_buffers = 0
cts_root_buffer = clkbuf_4
cts_resized = 0
cts_tree = yes

[job]
warnings = 25
drv_cap = 0

[worst_hold_path]
holdCritPathClass = reg2reg
min-delay-start = cnt_value[1]

[place]
place_inst = 65
gp_congestion = 0.581
port_buffers = 6
place_area_um2 = 295
stage by stage:
stage               hold WS [ns]  worst slack (ns)  total power [mW]
detailed placement         0.464             0.470             0.132
floorplan                  0.405              1.06             0.115
global placement           0.454             0.490             0.131
CTS                        0.479             0.543             0.247
global route               0.510             0.513             0.258
finish                     0.470             0.579             0.240
power groups by stage:
stage,registers (mW),logic (mW),clock network (mW)
CTS,0.107,0.0229,0.116
global route,0.108,0.0253,0.125
finish,0.107,0.0219,0.111
worst paths after layout:
kind	slack, ns	to	depth (start not counted)
worst max-delay path	0.58	CounterOut[1]	1
worst min-delay path	0.47	cnt_value[1]	1
worst max register to register	1.08	cnt_value[0]	2
worst min register to register	0.47	cnt_value[1]	1
flip-flops by register name (all words and copies together), names as in the netlist:
| name | flops |
|---|---|
| cnt_value | 4 |
| last_mode | 1 |
layout by cell type (no fill, tap or decap):
cell type        synthesis  final
xnor2_1                  1      1
xor2_1                   1      1
clkbuf_1                 0      1
edfxtp_1                 1      1
dfxtp_1                  4      4
a21boi_0                 1      1
nor3b_1                  2      2
and3b_1                  1      1
nand2b_1                 1      1
clkbuf_4                 0      3
ha_1                     1      1
clkdlybuf4s50_1          0      6
worst reg2reg max path, cell delays in order, from the launching register on:
cell and delay, ns:
dfxtp_1 0.33, xor2_1 0.25, nand2b_1 0.15
layer usage:
metal / share of wire, % / GRT usage [%] / vias up
met5: 0 / 0 / -
met4: 11 / 1.41 / 0
met3: 3.3 / 0.455 / 5
met2: 49 / 2.09 / 8
met1: 37 / 1.61 / 61
li1: - / - / 64
layout make-up:
class	count	area share, %
well taps	46	17.9
flip-flops and latches	5	34.2
clock buffers	4	8.17
multi-input cells	8	21.0
repair buffers	6	18.7
kinds of logic after synthesis:
logic type      count (synthesis)  synth area share, %
xor+xnor                        2                 9.86
fa+ha+maj                       1                 7.04
simple gates                    4                 16.9
flops                           5                 62.0
compound gates                  1                 4.23
No activity file was given, so power comes from the tool's default toggle rates.
