### flow/config.mk
export PLATFORM = sky130hd
export DESIGN_NAME = ALU
export DESIGN_NICKNAME = ALU
export VERILOG_FILES = /design/flow/design.v
export SDC_FILE = /design/flow/constraint.sdc
export NUM_CORES = 4
export LEC_CHECK = 1
export CORE_UTILIZATION = 40
### flow/run.sh
#!/bin/bash
# OpenROAD 26Q1-2900-gdf79404cd8, Yosys 0.63+post, stock flow scripts
make -C /OpenROAD-flow-scripts/flow DESIGN_CONFIG=/design/flow/config.mk WORK_HOME=/design/flow/orfs finish
### flow/design.v
module ALU( input [31:0] A, B,
			input [3:0] ALUControl,
			output [31:0] Result,
			output [3:0] ALUFlags
			);
reg [31:0] result;
reg [31:0] ovfl;
reg [3:0] carry;
reg N, Z, C, V;
reg [7:0] temp[3:0];
always@(*) begin
	case(ALUControl)
		4'b0000: {carry[0], result} = A + B;	 
		4'b0001: {carry[0], result} = A - B;	 
		4'b0010: {ovfl, result} = A * B;	 
		4'b0011: result = A / B;	 
		4'b0100: result = A | B;	 
		4'b0101: result = A & B;	 
		4'b0110: result = ~A;		 
		4'b0111: result = A ~| B;	 
		4'b1000: result = A ~& B;	 
		4'b1001: result = A ^ B;	 
		4'b1010: result = A ~^ B;	 
		4'b1011: result = $signed(A) >>> B; 	 
		4'b1100: result = (A << (B % 32)) | (A >> (32 - (B % 32)));	 
		4'b1101: result = (A >> (B % 32)) | (A << (32 - (B % 32)));	 
		4'b1110: begin		 
			{carry[0], temp[0]} = A[7:0] + B[7:0];
			{carry[1], temp[1]} = A[15:8] + B[15:8];
			{carry[2], temp[2]} = A[23:16] + B[23:16];
			{carry[3], temp[3]} = A[31:24] + B[31:24];
			result = {temp[3], temp[2], temp[1], temp[0]};
		end
		4'b1111: begin		 
			{ovfl[7:0], temp[0]} = A[7:0] * B[7:0];
			{ovfl[15:8], temp[1]} = A[15:8] * B[15:8];
			{ovfl[23:16], temp[2]} = A[23:16] * B[23:16];
			{ovfl[31:24], temp[3]} = A[31:24] * B[31:24];
			result = {temp[3], temp[2], temp[1], temp[0]};
		end 
	endcase
end
always@(*) begin
	case(ALUControl)
		4'b0000, 4'b0001: begin 	 
			N = result[31];
			C = carry[0];
			V = C;
		end
		4'b0010: begin		 
			N = result[31];
			C = 1'b0;
			V = |ovfl;
		end
		4'b1110: begin		 
			N = |{temp[3][7], temp[2][7], temp[1][7], temp[0][7]};
			C = |carry;  
			V = C;
		end
		4'b1111: begin		 
			N = |{temp[3][7], temp[2][7], temp[1][7], temp[0][7]};
			C = 1'b0;
			V = |ovfl;
		end
		default: begin		 
			N = result[31];
			C = 1'b0;
			V = 1'b0;
		end
	endcase
	Z = !(|result); 
end
assign ALUFlags = {N, Z, C, V};
assign Result = result;
endmodule
### flow/constraint.sdc
current_design ALU

set clk_period 316.3
set clk_io_pct 0.2

create_clock -name clk0 -period $clk_period

set non_clock_inputs [all_inputs -no_clocks]
set_input_delay [expr $clk_period * $clk_io_pct] -clock clk0 $non_clock_inputs
set_output_delay [expr $clk_period * $clk_io_pct] -clock clk0 [all_outputs]
==> CHANGELOG.md <==
## Flow update

- Status: complete, no violations
- Slew margin rel.: 3.97%
- Crit-path max cell delay: 0.88 ns
- Peak VDD IR: 0.0000835 V
- MaxCap Viol Count: 0
- WL per Instance: 33.8 µm
- LEAKAGE: 42.2 nW
- P_int: 0.665 mW
- Initial DRC Count: 7,885
- Dominant register cell: dlxtn_1
- RePlAce Congestion: 1.14
- Fill count: 20,636
- RSZ-0062 raised after global routing: no
- Vias per inst: 6.31
- Slew Limit Fails: 0
- Top-level I/O count: 104
- Class of the worst hold path: in -> out
- Worst path slowest cell: clkdlybuf4s50_1
- FP Rows: 166
- Number of detailed-route iterations in the first pass: 7
- Die Wd: 456 µm
- Vias in the first global route: 84,055
- Routed vias: 85,377
- Worst setup path class: in -> out
- Final WL: 457 mm
- Area grow syn2layout: 6.10%
- First-pass GRT wire length: 642 mm
- Cell total after placement: 13,494
- Largest net degree at the start of global routing: 65
- FF+latch area: 601 µm²
- Commonest Layout Cell: inv_1
- CP Max Fanout: 39
- Final Non-Filler Cells: 13,526
- Fp util: 40.3%
- Syn avg cell area: 7.58 µm²
- Sw Share: 62.1%
- Top Layout Cells: inv_1 (1,343), nand2_1 (1,334), nor2_1 (1,054)
- Logic area: 0.0745 mm²
- Most used cell, CP: ha_1
- Fin crit period: 214.56 ns
- Worst setup SP type: input port
- Final setup vio count: 0
- Total grt overflow: 0
- Die Size: 0.208 mm²
- Async SR Flop Fraction: 0%
- Fin. Hold Viols: 0
- CP startpoint: B[28]
- Setup TNS: 0 ns
- Initial antenna violation count: 40
- Cell count after synthesis: 10,899
- CORE AREA: 0.205 mm²
- Tcrit/Tclk final: 67.8%
- Ys cells: 10,899
- Post-DP HPWL: 364 mm
- Die height: 456 µm
- Number of unconstrained endpoints: 40
- Switching power total: 1.09 mW
- Tool warning count: 105
- Flip-flops with a built-in enable: 0
- Crit path to: ALUFlags[2]
- # hold bufs at CTS: 0
- All-Layer GR Usage: 45.3%
- Post-route ant nets: 0
- PortBufs: 104
- Yosys warning tally: 2
- Setup crit end kind: primary output
- CP arrival: 151.30 ns
- Worst EP required: 253.04 ns
- Register pins left without a clock: 40
- CTS resizes: 0
- Synth flops: 40
- Share of cells above drive strength 1: 7.74%
- # Post-CTS Setup Buffers: 0
- Pwr Density: 20.0 mW/mm²
- Yosys stat area: 0.0826 mm²
- Max Clk Rate: 4.66 MHz
- Least-Margin Pin Slew: 1.44 ns
- Synth Cell Area: 0.0826 mm²
- # DRC: 0
- Netlist cell types: 111
[Yosys cell counts (149+ instances only)]
cell / number / share of area, %
o21a_1: 175 / 1.6
a21oi_1: 645 / 3.9
o21ai_0: 481 / 2.9
mux2i_1: 149 / 1.8
nand2_1: 1334 / 6.1
fa_1: 1016 / 25
nand3_1: 181 / 1.1
xnor2_1: 272 / 2.9
clkbuf_1: 417 / 1.9
xor2_1: 174 / 1.8
nor2_1: 1061 / 4.8
a21o_1: 233 / 2.1
nor3_1: 208 / 1.3
inv_1: 1362 / 6.2
ha_1: 1018 / 15
[final cells by class]
type	count	area share [%]
Antenna cell	32	0.0914
Inverter	1380	5.92
Multi-Input combinational cell	8877	85.1
Sequential cell	40	0.685
Tap cell	2688	3.84
Timing Repair Buffer	509	4.40
[through the flow]
stage	hold slack [ns]	instance area (µm²)	worst slack (ns)	total power, mW	util (%)
after floorplan	126.65	82600	118.76	1.06	-
final	127.91	87600	101.74	1.75	42.8
after global routing	127.92	87600	96.50	1.88	42.7
after global placement	127.85	87600	105.68	1.68	42.7
after CTS	127.86	87600	104.37	1.70	42.7
after detailed placement	127.88	87600	104.74	1.69	42.7
[worst max-delay path, delay by kind of cell]
family                   cells  cell delay (ns)
AND-OR/OR-AND              153            43.99
AND/OR/NAND/NOR             85            25.09
adder cells (fa/ha/maj)     31            10.19
buffers and inverters       23             6.89
multiplexers                 5             1.66
[registers in the layout, indices dropped and copies added (netlist names)]
signal,cells
carry,4
temp,4
ovfl,32
[layer usage]
| metal | GRT usage [%] | wire length, µm | up-vias |
|---|---|---|---|
| met2 | 61.7 | 184000 | 5192 |
| li1 | - | - | 37306 |
| met4 | 31.7 | 41400 | 30 |
| met3 | 20.5 | 60300 | 1336 |
| met1 | 57.4 | 171000 | 41513 |
| met5 | 1.88 | 569 | - |
[kinds of logic after synthesis]
| logic type | count (synthesis) | synth area share (%) |
|---|---|---|
| AND-OR/OR-AND | 2630 | 21.1 |
| XOR/XNOR | 448 | 4.78 |
| adder cells (fa/ha/maj) | 2034 | 40.0 |
| buffers and inverters | 1982 | 9.20 |
| latches | 40 | 0.727 |
| multiplexers | 340 | 5.62 |
| AND/OR/NAND/NOR | 3425 | 18.5 |
[how the worst min path moves through the flow]
stage,start,to,slack (ns),cells after the start
4_1_cts,ALUControl[1],ALUFlags[3],127.86,5
5_1_grt,ALUControl[1],ALUFlags[3],127.92,5
6_report,ALUControl[1],ALUFlags[3],127.91,5
Power is estimated from default activity; no workload was simulated.
